## design.v

```verilog
module fa(input a,b,cin,output reg s,cout);
always@(a,b,cin)
begin
s=a^b^cin;
cout=a&b|b&cin|a&cin;
end
endmodule
module ripple_carry(input [3:0]a,b,input cin,output [3:0]s,output cout);
wire c1,c2,c3;
fa g1(a[0],b[0],cin,s[0],c1);
fa g2(a[1],b[1],c1,s[1],c2);
fa g3(a[2],b[2],c2,s[2],c3);
fa g4(a[3],b[3],c3,s[3],cout);
endmodule
module ripple_ett(input [7:0]a,b,input cin,output [7:0]s,output cout);
wire w1;
ripple_carry g1(a[3:0],b[3:0],cin,s[3:0],w1);
ripple_carry g2(a[7:4],b[7:4],w1,s[7:4],cout);
endmodule
```

## run.sh

```bash
#!/bin/bash
# OpenROAD 26Q1-2900-gdf79404cd8, Yosys 0.63+post, stock flow scripts
make -C /OpenROAD-flow-scripts/flow DESIGN_CONFIG=/design/flow/config.mk WORK_HOME=/design/flow/orfs finish
```

## config.mk

```make
export PLATFORM = sky130hd
export DESIGN_NAME = ripple_ett
export DESIGN_NICKNAME = ripple_ett
export VERILOG_FILES = /design/flow/design.v
export SDC_FILE = /design/flow/constraint.sdc
export NUM_CORES = 4
export LEC_CHECK = 1
export CORE_AREA = 10 10 70 70
export DIE_AREA = 0 0 80 80
```

## constraint.sdc

```tcl
current_design ripple_ett

set clk_period 6.2
set clk_io_pct 0.2

create_clock -name clk0 -period $clk_period

set non_clock_inputs [all_inputs -no_clocks]
set_input_delay [expr $clk_period * $clk_io_pct] -clock clk0 $non_clock_inputs
set_output_delay [expr $clk_period * $clk_io_pct] -clock clk0 [all_outputs]
```

==> GITHUB_STEP_SUMMARY <==
### Metrics collected by this job

| Metric | Value |
|---|---|
| Run status | finished, final reports clean |
| Setup WS post-layout | 0.278 ns |
| Crit path DAT | 4.68 ns |
| Dpl cells | 90 |
| Cell Type Count | 3 |
| DRC Markers | 0 |
| Critical-path maximum fanout | 1 |
| Worst-Margin Slew | 0.105 ns |
| Postcts setup bufs | 0 |
| Slew margin rel. | 93.0% |
| Hold WS | 3.35 ns |
| FP Rows | 21 |
| Sequential share of the synthesized area | 0% |
| Core Area | 3420 µm² |
| Warnings from Yosys | 1 |
| Mapped Cells | 26 |
| GPL Wtd Cong | 0.842 |
| Gr usage total | 2.21% |
| Die Wd | 80 µm |
| Critical path class | primary input to primary output |
| Port bufs | 26 |
| Slew Limit Fails | 0 |
| Vias | 214 |
| Tool warnings | 32 |
| Ratio of total power to cell area | 84.3 nW/µm² |
| Remaining global-route overflow | 0 |
| Layout area overhead | 105% |
| # diodes | 0 |
| Min Tclk post-route | 5.92 ns |
| Max IR drop VDD | 0.0253 mV |
| Worst Hold Class | primary input to primary output |
| Leakage | 0.208 nW |
| Pre-CTS worst setup slack | -0.275 ns |
| YS chip area | 258 µm² |
| Critical Path RT | 4.96 ns |
| Fmax achieved | 0.169 GHz |
| RSZ-0062 raised after global routing | no |
| Setup TNS | 0 ns |
| CTS-repair resized insts | 16 |
| IO Count | 26 |
| Final WL | 778 µm |
| Routed Antenna Nets | 0 |
| Max-cap violations | 0 |
| Wire per inst | 8.64 µm |
| Initial DRC Count | 2 |
| Period utilization | 95.5% |
| Cell Area, Synth | 258 µm² |
| Largest net degree at the start of global routing | 2 |
| Post-DP HPWL | 785 µm |
| Cts hold-fix bufs | 0 |
| Initial antenna violation count | 0 |
| Global-route wire length before repair | 1120 µm |
| FF+latch area | 0 µm² |
| Final setup violation count | 0 |
| Chip Area | 6400 µm² |
| DR vias/cell | 2.38 |
| Ys cells | 26 |
| Synthesized area per cell | 9.91 µm² |
| Die Ht | 80 µm |
| Fin. Hold Viols | 0 |
| Core utilization at floorplan | 7.55% |
| Final Power | 44.5 µW |
| Setup crit end kind | primary output |
| Vias in the first global route | 228 |
| CP Launch Type | primary input |
| Layout clock buffer count | 0 |
| Layout cells sized above 1 | 27.3% |
| Flop count | 0 |
| Fin cells | 90 |
| Pre-Repair DR Iteration Count | 2 |
==> cell usage after synthesis <==
cell type   n  area [µm²]
buf_4       8        60.1
fa_1        8         160
inv_1      10        37.5
==> logic make-up after synthesis <==
logic type | share of synthesized area (%)
buffers and inverters | 37.9
adders and majority gates | 62.1
==> worst max-delay path: stages <==
cell,delay (ns)
dlygate4sd2_1,0.24
inv_2,0.06
fa_2,0.19
inv_2,0.04
fa_2,0.35
fa_2,0.37
fa_2,0.38
fa_2,0.37
fa_2,0.37
fa_2,0.36
inv_2,0.06
fa_1,0.40
inv_1,0.06
dlygate4sd2_1,0.20
==> cell type report <==
cell class | instances | area, µm²
inverter | 10 | 37.5
fill | 399 | 2890
timing repair buffer | 26 | 255
tap | 46 | 57.6
multi-input combinational | 8 | 178
==> routing by layer <==
| metal | global-route usage (%) | up-vias | share of wire (%) |
|---|---|---|---|
| met5 | 0 | - | 0 |
| met4 | 0 | 0 | 0 |
| met3 | 2.27 | 0 | 29 |
| met2 | 2.81 | 24 | 31 |
| met1 | 2.70 | 94 | 39 |
| li1 | - | 96 | - |
==> through the flow <==
step,util (%),cell area (µm²)
6_report,15.5,528
3_5_place_dp,15.1,515
2_1_floorplan,-,258
5_1_grt,15.5,528
4_1_cts,15.5,528
3_3_place_gp,15.1,515
==> cell usage in the layout, fill, tap and decap left out <==
cell | netlist | layout
fa_2 | 0 | 7
dlygate4sd2_1 | 0 | 4
clkdlybuf4s50_1 | 0 | 22
fa_1 | 8 | 1
inv_2 | 0 | 5
inv_1 | 10 | 5
==> final timing paths <==
path	from	endpoint	cells past startpoint
max	a[0]	s[7]	14
min	b[7]	s[7]	5
==> power by group <==
| part | leakage, nW | total (mW) | internal (mW) | switching (mW) |
|---|---|---|---|---|
| logic | 0.208 | 0.0445 | 0.0319 | 0.0126 |
| registers | 0 | 0 | 0 | 0 |
| clock network | 0 | 0 | 0 | 0 |
| total | 0.208 | 0.0445 | 0.0319 | 0.0126 |
Power figures rest on the tool's default switching activity, not on a simulated workload.
