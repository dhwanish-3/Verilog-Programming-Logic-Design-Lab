<file path="design/flow/constraint.sdc">
current_design bcd_3

set clk_period 7.2
set clk_io_pct 0.2

create_clock -name clk0 -period $clk_period

set non_clock_inputs [all_inputs -no_clocks]
set_input_delay [expr $clk_period * $clk_io_pct] -clock clk0 $non_clock_inputs
set_output_delay [expr $clk_period * $clk_io_pct] -clock clk0 [all_outputs]
</file>
<file path="design/flow/design.v">
module bcd_3(input [11:0]a,b,input cin,output [11:0]s,output cout);
wire w1,w2;
bcd_adder h1(a[3:0],b[3:0],cin,s[3:0],w1);
bcd_adder h2(a[7:4],b[7:4],w1,s[7:4],w2);
bcd_adder h3(a[11:8],b[11:8],w2,s[11:8],cout);
endmodule
module bcd_adder(input [3:0]a,b,input cin,output [3:0]s,output cout);
wire [4:0]temp;
wire w1,w2,w3;
wire [3:0]t;
ripple_carry h1(a,b,cin,temp[3:0],temp[4]);
and g1(w1,temp[3],temp[2]);
and g2(w2,temp[3],temp[1]);
or g3(cout,w1,w2,temp[4]);
and g4(t[0],1'b0,cout);
and g6(t[1],1'b1,cout);
and g7(t[2],1'b1,cout);
and g8(t[3],1'b0,cout);
ripple_carry h2(temp[3:0],t,1'b0,s,w3);  
endmodule
module fa(input a,b,cin,output reg s,cout);
always@(a,b,cin)
begin
s=a^b^cin;
cout=a&b|b&cin|a&cin;
end
endmodule
module ripple_carry(input [3:0]a,b,input cin,output [3:0]s,output cout);
wire c1,c2,c3;
fa g1(a[0],b[0],cin,s[0],c1);
fa g2(a[1],b[1],c1,s[1],c2);
fa g3(a[2],b[2],c2,s[2],c3);
fa g4(a[3],b[3],c3,s[3],cout);
endmodule
</file>
<file path="design/flow/config.mk">
export PLATFORM = sky130hd
export DESIGN_NAME = bcd_3
export DESIGN_NICKNAME = bcd_3
export VERILOG_FILES = /design/flow/design.v
export SDC_FILE = /design/flow/constraint.sdc
export NUM_CORES = 4
export LEC_CHECK = 1
export CORE_AREA = 10 10 74 74
export DIE_AREA = 0 0 84 84
</file>
<file path="design/flow/run.sh">
#!/bin/bash
# OpenROAD 26Q1-2900-gdf79404cd8, Yosys 0.63+post, stock flow scripts
make -C /OpenROAD-flow-scripts/flow DESIGN_CONFIG=/design/flow/config.mk WORK_HOME=/design/flow/orfs finish
</file>
==> changes_impl.md <==
### Implementation results

* Outcome: complete, but fails checks
* Failing checks: negative setup slack
* Critical path class: in2out
* Placer Congestion at approximately 0.73
* DP Wirelength at between 1 and 1.5 mm
* Die Wd at approximately 84 um
* Critical path's slowest cell: fa_1
* Slew @ Worst Pin at 0.184 ns
* RSZ-0062 raised after global routing: true
* Register share after synthesis at 0%
* Crit path top cell by count: fa_2
* Setup WS post-layout at -1.39 ns
* N_diodes at 0
* Pin count of the biggest net entering global routing at 4
* Worst path bufs/invs at 9
* Type of origin of the critical path: input port
* Iteration count of the initial detailed-routing pass at 2
* Hold buffers post-CTS at 0
* DR vias/cell at 3.10
* Die Ht at 84 um
* Final Cycle Share at 119%
* Crit path DAT at 7.15 ns
* Yosys chip area at about 630 sq um
* Hold Crit Start: b[0]
* Die ar. at a little over 7000 sq um
* DRT Wirelength at 1.47 mm
* Total power per unit cell area at 149 nW/um^2
* 1st-iter DRT viols at 1
* Tool warnings at 36
* Critical Path End Type: output port
* Ports at 38
* Maximum vdd drop at roughly 55 uV
* Crit path time final at around 8.6 ns
* Dpl cells at roughly 160
* Initial core utilization at between 10% and 20%
* Yosys cell types at 11
* FP Rows at 23
* Final Non-Filler Cells at around 160
* CP Launch Point: a[0]
* Layout sequential cell count at 0
* F_max at between 100 and 150 MHz
* Hold Path Class: in2out
* # DRC at 0
* Post-DRT Antenna Nets at 0
* Leak at about 0.00056 uW
* WL/cell at around 9 um
* Delay-heaviest family, CP: adder cells
* Final setup fails at 4
* Slew HR at around 88%
* Number of global-route vias before repair at just under 600
* Layout cells sized above 1 at between 40 and 50%
* Yosys synthesis warning count at 1
* Synthesized cell area at between 600 and 700 sq um
* Worst Hold Path EP: s[0]
* Total grt overflow at 0
* Worst path max stage delay at about 0.49 ns
* Final hold vios at 0
* Avg Cell Area, Syn at around 8.6 sq um
* Core area at approximately 4000 sq um
* Number of buffers added on ports at 38
* Hold Path Depth at 5
* Sequential cell area at 0 sq um
* Ys cells at 73
* Worst-path fanout max at 3
* GRT Util Overall at roughly 4.2%
* Clock buf count at 0
* Post-Place Worst Slack at -2.29 ns
* Area delta synth->final at 85.4%
* Antenna violations before repair at 0
* Maxcap violations at 0
* Max Slew Vio Count at 0
* Routed vias at just over 500
* Cells after synthesis at approximately 73
* Crit path DRT at about 5.8 ns
* Global-route wire length before repair at ~2.6 mm
-- metrics by stage --
| step | power [uW] | instance area, sq um | hold slack (ns) | TNS (ns) | util (%) |
|---|---|---|---|---|---|
| after global placement | 167 | 1060 | 3.96 | -10.13 | 26.8 |
| after global routing | 199 | 1160 | 3.68 | -5.71 | 29.2 |
| final | 173 | 1160 | 3.62 | -4.76 | 29.2 |
| after floorplan | 104 | 658 | 3.13 | -3.55 | - |
| after CTS | 176 | 1140 | 3.64 | -5.62 | 28.6 |
| after detailed placement | 169 | 1060 | 3.97 | -10.38 | 26.8 |
-- cell families after synthesis --
group | count (synthesis) | share of synthesized area [%]
adder cells (fa/ha/maj) | 19 | 52.4
AND/OR/NAND/NOR | 5 | 3.00
XOR/XNOR | 6 | 8.40
AND-OR/OR-AND | 4 | 5.60
buffers and inverters | 39 | 30.6
-- Yosys cell counts --
master / instances / area share, %
a211oi_2: 1 / 2.0
a21o_1: 3 / 3.6
buf_4: 12 / 14
fa_1: 12 / 38
ha_1: 7 / 14
inv_1: 26 / 16
inv_2: 1 / 0.60
nand2_1: 3 / 1.8
nor2_1: 2 / 1.2
xnor2_1: 3 / 4.2
xor2_1: 3 / 4.2
-- worst min-delay path: stages --
cell	delay, ns
buf_6	0.09
inv_2	0.04
fa_2	0.18
inv_1	0.03
clkdlybuf4s50_1	0.39
-- how the worst max path moves through the flow --
stage       end  slack, ns  cells after the start
4_1_cts   s[11]      -1.64                     27
5_1_grt   s[11]      -1.64                     27
6_report  s[11]      -1.39                     27
-- metal layers --
| layer | global-route usage (%) | vias to the layer above | part of all wire [%] |
|---|---|---|---|
| met5 | 0 | - | 0 |
| met4 | 0 | 0 | 0 |
| met3 | 0.984 | 0 | 7.4 |
| met2 | 7.25 | 16 | 51 |
| met1 | 5.55 | 217 | 42 |
| li1 | - | 273 | - |
-- placed cells by master (no fill, tap or decap), drive strengths merged --
cell type      count
fa                12
inv               27
buf               21
ha                 7
a211oi             1
dlymetal6s2s       1
dlygate4sd2        5
a21o               3
xor2               3
xnor2              3
clkdlybuf4s50     25
nand2              3
nor2               2
-- where the power goes --
group / switching [uW] / total [uW] / internal [uW]
Combinational: 58.6 / 173 / 115
Clock: 0 / 0 / 0
Sequential: 0 / 0 / 0
Total: 58.6 / 173 / 115
-- area by class of cell --
cell class | count | area (sq um)
Multi-Input combinational cell | 34 | 502
Fill cell | 407 | 2810
Timing Repair Buffer | 52 | 487
Tap cell | 50 | 62.6
Inverter | 27 | 109
-- what timing repair did --
item                                    in CTS  in global routing
pin swaps                                   21                 19
resized                                     42                  4
buffers inserted                             6                  1
endpoints found under the setup margin       8                  7
No activity file was given, so power comes from the tool's default toggle rates.
